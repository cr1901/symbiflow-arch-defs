**flow/run.sh**
```bash
#!/bin/bash
# OpenROAD 26Q1-2900-gdf79404cd8, Yosys 0.63+post, stock flow scripts
make -C /OpenROAD-flow-scripts/flow DESIGN_CONFIG=/design/flow/config.mk WORK_HOME=/design/flow/orfs finish
```
**flow/config.mk**
```make
export PLATFORM = sky130hd
export DESIGN_NAME = TRELLIS_DPR16X4
export DESIGN_NICKNAME = TRELLIS_DPR16X4
export VERILOG_FILES = /design/flow/design.v
export SDC_FILE = /design/flow/constraint.sdc
export NUM_CORES = 4
export LEC_CHECK = 1
export CORE_UTILIZATION = 40
```
**flow/constraint.sdc**
```tcl
current_design TRELLIS_DPR16X4

set clk_period 1.9
set clk_io_pct 0.2

create_clock -name clk0 -period $clk_period [get_ports {WCK}]

set non_clock_inputs [all_inputs -no_clocks]
set_input_delay [expr $clk_period * $clk_io_pct] -clock clk0 $non_clock_inputs
set_output_delay [expr $clk_period * $clk_io_pct] -clock clk0 [all_outputs]
```
**flow/design.v**
```verilog
`default_nettype none
module TRELLIS_DPR16X4 (
	input [3:0] DI,
	input [3:0] WAD,
	input WRE, WCK,
	input [3:0] RAD,
	output [3:0] DO
);
  	parameter WCKMUX = "WCK";
	parameter WREMUX = "WRE";
	parameter [63:0] INITVAL = 64'h0000000000000000;
	reg [3:0] mem[15:0];
	integer i;
	initial begin
		for (i = 0; i < 16; i = i + 1)
			mem[i] <= {INITVAL[i+3], INITVAL[i+2], INITVAL[i+1], INITVAL[i]};
	end
	wire muxwck = (WCKMUX == "INV") ? ~WCK : WCK;
	reg muxwre;
	always @(*)
		case (WREMUX)
			"1": muxwre = 1'b1;
			"0": muxwre = 1'b0;
			"INV": muxwre = ~WRE;
			default: muxwre = WRE;
		endcase
	always @(posedge muxwck)
		if (muxwre)
			mem[WAD] <= DI;
	assign DO = mem[RAD];
endmodule
```
==> out/results.txt <==
Slew Limit Fails: 0
CTS root buf: clkbuf_8
RSZ-0062 raised after global routing: yes
TritonCTS Buffers: 9
sw power: 658 uW
mapped cell area: 2590 sq um
max_slew headroom: 0.609
CP Max Fanout: 1
HPWL after detailed placement: 3320 microns
Routed Antenna Nets: 0
top cells by area: edfxtp_1 74%, mux4_1 14%, nor2_1 1.9%, nand3_1 1.7%, mux4_2 1.7%
Seq/Total Area, Yosys: 0.743
Rows: 28
sw frac: 0.231
Pint: 2.19 mW
Hold Crit Depth: 3
CP arrival: 1.59 ns
number of enable flip-flop cells: 64
ys cells: 126
vias: 1,331
Cell Area, Placed: 3060 sq um
setup ws final: -0.0703 ns
Initial DRC Count: 61
Setup TNS Final: -0.257 ns
min-delay src: WAD[1]
Power Dens Cells: 883 nW/um^2
initial antenna violation count: 0
largest net degree at the start of global routing: 17
Logic pwr share: 0.078
# Max-Cap Violations: 0
failing checks: negative setup slack
I/O Pins: 18
residual DRC count: 0
Post-CTS Hold Buffers: 0
ys flops: 64
Crit Path Class: reg -> out
slew of the pin with the lowest slew margin: 0.585 ns
Via-to-Cell Ratio: 5.16
Clock power frac: 0.364
Fin Hold WS: 1.01 ns
commonest cells in the netlist: 64 x edfxtp_1, 14 x mux4_1, 13 x nor2_1, 9 x nand3_1, 5 x nand2_1
Hold WC Path Type: in -> reg
Startpoint Class: flop
fillcell total: 483
fin crit period: 1.97 ns
Hold Path End: mem[0][2]
Max H-tree Level: 3
Synth Instances: 126
Seq pwr share: 0.558
Hold Vio Cnt, Final: 0
DR pass1 iterations: 4
chip area: 6790 sq um
clock buffer depth: 2
main flop type: edfxtp_1
FMAX: 0.508 GHz
Pleak: 1.09 nW
die width: 82.4 microns
required time of the critical path: 1.52 ns
most common cell in the netlist: edfxtp_1
share of layout cells above drive strength 1: 0.377
GR Util All Layers: 0.183
area delta synth->final: 24.5%
Syn Area/Cell: 20.5 sq um
Clock Pin Slew Worst Setup and Hold Paths: 0.07 ns
vias in the first global route: 1,511
CORE AREA: 6060 sq um
Inserted Diodes: 0
largest area contributor in the netlist: edfxtp_1
IO Port Bufs: 17
max reg flops: 64
CTS sink cnt: 64
Worst Setup End Kind: output port
CTS tree: done
biggest regs: mem: 64 flops
Final Cell Area: 3220 sq um
gr ovfl total: 0
status: complete, but fails checks
distinct lib cells: 16
largest register by flop count: mem
YS warnings: 1
FFs w/ async S/R, synth: 0
count of tool warnings: 27
Yosys chip area: 2590 sq um
wirelength, routed: 4920 microns
final setup vio count: 4
fp util: 0.427
Placer Congestion: 0.799
Max rail drop VDD: 0.460 mV
Area leader share: 0.743
Final period util: 1.04
Die H: 82.4 microns
routed wire length per instance: 19.1 microns
global-route wire length before repair: 7930 microns
-- worst max path at each step --
stage	start	cells after the start	to	slack [ns]
6_report	mem[3][1]	4	DO[1]	-0.07
5_1_grt	mem[2][2]	4	DO[2]	-0.18
4_1_cts	mem[5][2]	4	DO[2]	-0.12
-- layout by cell type (no fill, tap or decap) --
cell type	netlist	routed
clkinv_1	0	1
nand2b_1	2	2
mux4_2	2	14
buf_16	0	1
nor2_2	0	1
a22oi_2	0	4
clkdlybuf4s50_1	0	10
buf_12	1	4
clkinv_2	0	1
nor2b_1	2	1
or3b_2	1	1
clkbuf_8	0	9
nor2b_2	0	1
nand2_1	5	5
clkinvlp_4	0	1
inv_6	0	4
buf_2	1	4
nor2_1	13	12
mux4_1	14	2
nand3_1	9	9
buf_4	0	24
dlygate4sd2_1	0	2
edfxtp_1	64	64
nand3b_1	2	2
nor3_1	4	4
-- critical path, cell delays in order, from the launching register on --
cell and delay, ns:
edfxtp_1 0.38, mux4_2 0.49, a22oi_2 0.19, nand3_1 0.09
buf_2 0.12
-- layer usage --
metal	track usage	part of all wire	vias up	routed length, microns
li1	-	-	624	-
met1	0.280	0.44	651	2160
met2	0.258	0.48	54	2360
met3	0.100	0.077	2	380
met4	0.0263	0.0047	0	23
met5	0.0417	0	-	0
-- through the flow --
step	std cells	setup WS, ns	util	power (mW)
global placement	240	-0.861	0.504	1.83
CTS	258	-0.123	0.531	2.87
global route	258	-0.184	0.531	2.96
floorplan	126	0.211	-	1.70
finish	258	-0.0703	0.531	2.85
detailed placement	240	-0.868	0.504	1.83
-- cell type report --
class,instances,area [sq um],share of cell area
clock buffers,9,124,0.0385
clock inverters,7,51.3,0.0159
multi-input cells,58,604,0.188
flip-flops and latches,64,1920,0.597
well taps,75,93.8,0.0291
repair buffers,45,425,0.132
-- power by group through the flow --
stage | registers, mW | logic, mW | clock network [mW]
finish | 1.59 | 0.221 | 1.04
global route | 1.59 | 0.242 | 1.12
CTS | 1.59 | 0.225 | 1.05
-- cells by family (layout without fill, tap and decap cells) --
logic type,Yosys count,in the layout,share of synthesized area
buf+inv,4,61,0.0155
mux,16,16,0.160
compound gates,4,4,0.0116
simple gates,38,38,0.0701
flops,64,64,0.743
-- timing repair --
action / CTS / global route
cloned: 1 / 0
pin swaps: 9 / 1
endpoints found under the setup margin: 4 / 4
buffers inserted: 1 / 0
gates resized: 38 / 0
No activity file was given, so power comes from the tool's default toggle rates.
