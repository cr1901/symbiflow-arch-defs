[./run.sh]
#!/bin/bash
# OpenROAD 26Q1-2900-gdf79404cd8, Yosys 0.63+post, stock flow scripts
make -C /OpenROAD-flow-scripts/flow DESIGN_CONFIG=/design/flow/config.mk WORK_HOME=/design/flow/orfs finish
[./config.mk]
export PLATFORM = sky130hd
export DESIGN_NAME = DPR16X4C
export DESIGN_NICKNAME = DPR16X4C
export VERILOG_FILES = /design/flow/design.v
export SDC_FILE = /design/flow/constraint.sdc
export NUM_CORES = 4
export LEC_CHECK = 1
export CORE_UTILIZATION = 40
[./constraint.sdc]
current_design DPR16X4C

set clk_period 2.3
set clk_io_pct 0.2

create_clock -name clk0 -period $clk_period [get_ports {WCK}]

set non_clock_inputs [all_inputs -no_clocks]
set_input_delay [expr $clk_period * $clk_io_pct] -clock clk0 $non_clock_inputs
set_output_delay [expr $clk_period * $clk_io_pct] -clock clk0 [all_outputs]
[./design.v]
module DPR16X4C (
		input [3:0] DI,
		input WCK, WRE,
		input [3:0] RAD,
		input [3:0] WAD,
		output [3:0] DO
);
	parameter INITVAL = "0x0000000000000000";
	function [63:0] convert_initval;
		input [143:0] hex_initval;
		reg done;
		reg [63:0] temp;
		reg [7:0] char;
		integer i;
		begin
			done = 1'b0;
			temp = 0;
			for (i = 0; i < 16; i = i + 1) begin
				if (!done) begin
					char = hex_initval[8*i +: 8];
					if (char == "x") begin
						done = 1'b1;
					end else begin
						if (char >= "0" && char <= "9")
							temp[4*i +: 4] = char - "0";
						else if (char >= "A" && char <= "F")
							temp[4*i +: 4] = 10 + char - "A";
						else if (char >= "a" && char <= "f")
							temp[4*i +: 4] = 10 + char - "a";
					end
				end
			end
			convert_initval = temp;
		end
	endfunction
	localparam conv_initval = convert_initval(INITVAL);
	reg [3:0] ram[0:15];
	integer i;
	initial begin
		for (i = 0; i < 15; i = i + 1) begin
			ram[i] <= conv_initval[4*i +: 4];
		end
	end
	always @(posedge WCK)
		if (WRE)
			ram[WAD] <= DI;
	assign DO = ram[RAD];
endmodule
==> run summary <==
impl run done, here's what came out: status complete, no violations, initial antenna violation count 0, slew margin rel. 58.9%, worst path cell trace mux4_2, a22oi_2, nand3_1, dlygate4sd2_1, Clock transition at path regs 70 ps, area delta synth->final 23.2%, Clock Sinks 64, fin. max-slew vios 0, critical path data required time 1840 ps, root buf cell clkbuf_8, peak supply drop 499 uV, total CTS buffers 9, Hold Path End ram[14][2], tool warnings 25, CTS H-tree depth 3, final RePlAce weighted congestion 0.813, Top cell excl fill/tap edfxtp_1, fin area 3190 um^2, critical path arrival 1770 ps, Worst Hold Class in -> reg, ANT cells 0, Mapped Avg Cell Area 20.5 um^2, Final Setup Violations 0, Clock Path Buffers 2, synth warn 1, share of cells above drive strength 1 31.8%, CP Buf/Inv Count 1, crit share post-route 96.8%, Cell variety after synth 16, Die Wd 82.4 um, Worst-Margin Slew 614 ps, Most flops, register ram, Final WS setup 73.7 ps, pre-CTS setup slack -630 ps, Worst Min Path Start WAD[2], max frequency 449 MHz, vias per cell 5.36, crit start category register, DPL Wire Length 3190 um, first-pass GRT wire length 7810 um, final worst path period need 2230 ps, final global-route overflow total 0, DRC errors left 0, # fillers 472, dpl cell area 2970 um^2, unrepaired setup endpoints after global routing no, Yosys Chip Area 2590 um^2, delay-heaviest family, CP multiplexers, Starting Density 42.7%, DR vias 1,329, final WL 4940 um, # IOs 18, endpoints failing hold 0, CP Capture Type output pin, worst-path maximum fanout 1, WHS Path Cells 3, Top Layout Cells edfxtp_1, buf_4, nor2_1, core area 6060 um^2, post-DR wirelength/cell 19.9 um, Antenna Violating Nets Remaining 0, Synth flops 64, max reg flops 64, total die area 6790 um^2, DRT Pass-1 Iters 4, Site Rows 28, Mapped Cells 126, max_cap viols 0, Netlist Area Pre-Place 2590 um^2, largest net degree at the start of global routing 17, vias in the first global route 1,449, IO buf count 17, CP max stage delay 480 ps, pwr/cell area 750 nW/um^2, die height 82.4 um, CP Class reg -> out, yosys cell count 126, First DRT Iteration DRCs 85, Largest regs ram (64), total power draw 2.39 mW, CTS tree built, Worst path slowest cell mux4_2, Seq share, synth 74.3%, Leak 1.06 nW, gr usage total 18.1%
## routing by layer
metal  GRT usage, %  up-vias  part of all wire, %
li1               -      607                    -
met5              0        -                    0
met4           2.46        0                  1.7
met2           25.3       55                   45
met3           8.36       11                  8.5
met1           29.9      656                   45
## synth_stat cells (all sizes together)
cell type	n	area, um^2
clkbuf	1	3.75
nand3b	2	15.0
nor2	13	48.8
buf	3	36.3
a22oi	4	30.0
or3b	1	8.76
nand2b	2	12.5
nor3	4	20.0
nand3	9	45.0
edfxtp	64	1920
mux4	16	413
nand2	5	18.8
nor2b	2	12.5
## through the flow
step	util [%]	TNS [ps]	hold WS, ps	std cells
finish	52.6	0	1040	248
global route	52.6	0	1070	248
CTS	52.8	0	1020	249
floorplan	-	0	559	126
global placement	48.9	-2380	1350	228
detailed placement	48.9	-2410	1370	228
## cells by family (layout without fill, tap and decap cells)
family / after synthesis / count (layout) / synth area share [%]
flops: 64 / 64 / 74.3
simple gates: 38 / 38 / 7.01
mux: 16 / 16 / 16.0
compound gates: 4 / 4 / 1.16
buf+inv: 4 / 51 / 1.55
## power by group
part	leakage, nW	internal [mW]	switching, mW	total, mW
clock	0.0920	0.494	0.405	0.899
sequential	0.578	1.31	0.00629	1.31
combinational	0.388	0.0947	0.0828	0.177
total	1.06	1.90	0.494	2.39
## worst max path at each step
| stage | start | to | slack [ps] | cells past startpoint |
|---|---|---|---|---|
| CTS | RAD[0] | DO[3] | 3 | 8 |
| finish | ram[0][1] | DO[1] | 70 | 4 |
| global route | ram[0][1] | DO[1] | 3 | 4 |
## what timing repair did
| action | CTS | global route |
|---|---|---|
| setup endpoints to repair | 4 | 4 |
| pin swaps | 8 | 4 |
| gates cloned | 1 | 0 |
| setup buffers | 4 | 0 |
| gates resized | 30 | 6 |
| hold buffers | 0 | 0 |
## area by class of cell
type / count / area [um^2] / area share [%]
clock inverter: 6 / 60.1 / 1.88
tap: 75 / 93.8 / 2.94
clock buffer: 10 / 128 / 4.00
sequential: 64 / 1920 / 60.3
timing repair buffer: 35 / 358 / 11.2
multi-input combinational: 58 / 626 / 19.6
Power is estimated from default activity; no workload was simulated.
