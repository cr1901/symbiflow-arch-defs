$ cat flow/run.sh
#!/bin/bash
# OpenROAD 26Q1-2900-gdf79404cd8, Yosys 0.63+post, stock flow scripts
make -C /OpenROAD-flow-scripts/flow DESIGN_CONFIG=/design/flow/config.mk WORK_HOME=/design/flow/orfs finish
$ cat flow/config.mk
export PLATFORM = sky130hd
export DESIGN_NAME = UART
export DESIGN_NICKNAME = UART
export VERILOG_FILES = /design/flow/design.v
export SDC_FILE = /design/flow/constraint.sdc
export NUM_CORES = 4
export LEC_CHECK = 1
export CORE_UTILIZATION = 50
$ cat flow/constraint.sdc
current_design UART

set clk_period 2.0
set clk_io_pct 0.2

create_clock -name clk0 -period $clk_period [get_ports {clk}]

set non_clock_inputs [all_inputs -no_clocks]
set_input_delay [expr $clk_period * $clk_io_pct] -clock clk0 $non_clock_inputs
set_output_delay [expr $clk_period * $clk_io_pct] -clock clk0 [all_outputs]
$ cat flow/design.v
module BAUDGEN(
    input clk,
    input rst,
    output reg baud_edge
);
    parameter COUNTER = 200;
    reg [$clog2(COUNTER)-1:0] counter;
    always @(posedge clk) begin
        if(rst) begin
            counter <= 0;
            baud_edge <= 0;
        end else begin
            if(counter == COUNTER-1) begin
                baud_edge <= 1;
                counter <= 0;
            end else begin
                baud_edge <= 0;
                counter <= counter + 1;
            end
        end
    end
endmodule
module UART (
    input rst,
    input clk,
    input rx,
    output tx,
    input tx_data_ready,
    input [7:0] tx_data,
    output tx_data_accepted,
    output [7:0] rx_data,
    output rx_data_ready,
    output rx_framing_error
);
    parameter COUNTER = 25;
    parameter OVERSAMPLE = 8;
    wire tx_baud_edge;
    wire rx_baud_edge;
    BAUDGEN #(.COUNTER(COUNTER*OVERSAMPLE)) tx_baud (
        .clk(clk),
        .rst(rst),
        .baud_edge(tx_baud_edge)
    );
    UART_TX tx_gen(
        .rst(rst),
        .clk(clk),
        .baud_edge(tx_baud_edge),
        .data_ready(tx_data_ready),
        .data(tx_data),
        .tx(tx),
        .data_accepted(tx_data_accepted)
    );
    BAUDGEN #(.COUNTER(COUNTER)) rx_baud (
        .clk(clk),
        .rst(rst),
        .baud_edge(rx_baud_edge)
    );
    UART_RX rx_gen(
        .rst(rst),
        .clk(clk),
        .baud_edge(rx_baud_edge),
        .rx(rx),
        .data(rx_data),
        .data_ready(rx_data_ready),
        .framing_error(rx_framing_error)
    );
endmodule
module UART_RX(
    input rst, clk, baud_edge, rx,
    output [7:0] data,
    output data_ready, framing_error
);
    parameter OVERSAMPLE = 8;
    localparam FIND_EDGE = 3'd1, START = 3'd2, DATA = 3'd3, END = 3'd4;
    reg prev_rx;
    reg [7:0] data_reg;
    reg [2:0] data_counter;
    reg [2:0] state = 0;
    reg [$clog2(OVERSAMPLE+OVERSAMPLE/2)-1:0] over_sample_counter = 0;
    reg data_ready_reg = 0;
    reg framing_error_reg = 0;
    assign data = data_reg;
    assign data_ready = data_ready_reg;
    assign framing_error = framing_error_reg;
    always @(posedge clk) begin
        if(rst) begin
            data_reg <= 0;
            prev_rx <= 0;
            data_ready_reg <= 0;
            state <= FIND_EDGE;
            data_counter <= 0;
            over_sample_counter <= 0;
        end else if(baud_edge) begin
            case(state)
                FIND_EDGE: begin
                    prev_rx <= rx;
                    if(prev_rx & !rx) begin
                        state <= START;
                        prev_rx <= 0;
                        over_sample_counter <= 0;
                    end
                end
                START: begin
                    if(over_sample_counter == OVERSAMPLE/2-1) begin
                        over_sample_counter <= 0;
                        data_counter <= 0;
                        state <= DATA;
                    end else begin
                        over_sample_counter <= over_sample_counter + 1;
                    end
                end
                DATA: begin
                    if(over_sample_counter == OVERSAMPLE-1) begin
                        over_sample_counter <= 0;
                        data_reg[data_counter] <= rx;
                        if(data_counter == 7) begin
                            state <= END;
                            data_counter <= 0;
                        end else begin
                            data_counter <= data_counter + 1;
                        end
                    end else begin
                        over_sample_counter <= over_sample_counter + 1;
                    end
                end
                END: begin
                    if(over_sample_counter == OVERSAMPLE-1) begin
                        if(rx) begin
                            data_ready_reg <= 1;
                        end else begin
                            framing_error_reg <= 1;
                        end
                        state <= FIND_EDGE;
                    end else begin
                        over_sample_counter <= over_sample_counter + 1;
                    end
                end
                default: begin
                    data_ready_reg <= 0;
                    state <= FIND_EDGE;
                end
            endcase
        end else begin
            data_ready_reg <= 0;
            framing_error_reg <= 0;
        end
    end
endmodule
module UART_TX(
    input rst, clk, baud_edge, data_ready,
    input [7:0] data,
    output reg tx, data_accepted
);
    localparam START = (1 << 0), DATA = (1 << 1), END = (1 << 2);
    reg [7:0] data_reg;
    reg [2:0] data_counter;
    reg [3:0] state;
    initial begin
        tx <= 1;
        data_accepted <= 0;
    end
    always @(posedge clk) begin
        if(rst) begin
            state <= END;
            tx <= 1;
            data_accepted <= 0;
        end else if(baud_edge) begin
            case(state)
            START: begin
                tx <= 0;
                data_counter <= 0;
                state <= DATA;
            end
            DATA: begin
                tx <= data_reg[data_counter];
                if(data_counter != 7) begin
                    data_counter <= data_counter + 1;
                end else begin
                    state <= END;
                    data_counter <= 0;
                end
            end
            END: begin
                tx <= 1;
                if(data_ready) begin
                    data_accepted <= 1;
                    data_reg <= data;
                    state <= START;
                end
            end
            default: begin
                tx <= 1;
                state <= END;
            end
            endcase
        end else begin
            data_accepted <= 0;
        end
    end
endmodule
==> results_dict.tcl <==
# flow metrics
set metrics [dict create \
    diodes 0 \
    grt_pass1_wl_mm 7.48 \
    postLayoutCoreUtil 0.613 \
    p_leak_nw 1.10 \
    top_cell_area_share 0.325 \
    fin_skew_ns 0.00871 \
    max_freq_ghz 0.558 \
    rr_worst_depth 7 \
    dp_hpwl_mm 3.08 \
    cp_top_family "flip-flops" \
    rr_startpoint "rx_gen.data_counter[0]$_SDFFE_PP0P_" \
    grt_pass1_vias 1665 \
    yosysMostFrequentCell "dfxtp_1" \
    hold_start "tx_baud.counter[0]$_SDFF_PP0_" \
    clk_pin_slew_ns 0.09 \
    fin_setup_tns_ns 0 \
    clk_latency_ns 0.31 \
    drt_wl_total_mm 4.26 \
    hold_buffers 0 \
    dieArea_um2 5210 \
    place_congestion 0.831 \
    p_sw_uw 389 \
    synthAdderAreaFrac 0.0558 \
    seqPwrFrac 0.621 \
    postSynthAreaPerCell_um2 10.3 \
    cp_slowest_stage_delay_ns 0.34 \
    ys_sh_simple 0.252 \
    ys_cells 240 \
    postSynthSeqShare 0.471 \
    drt-initial-drc-count 69 \
    reg2reg_to "rx_gen.data_reg[3]$_SDFFE_PP0P_" \
    ys_types 51 \
    top_cells_by_area "dfxtp_1 (32%), edfxtp_1 (15%), ha_1 (5.6%)" \
    setup_slack_ns 0.208 \
    io_buffers 23 \
    dieHeight_um 72.2 \
    relSlewSlack 0.701 \
    cts_setup_buffers 0 \
    aoi_share 0.106 \
    comb_power_share 0.038 \
    post-place-ws_ns 0.0187 \
    enable_flop_cells 12 \
    pwr-share-clk 0.341 \
    drv_slew 0 \
    fin_area_um2 2900 \
    hold_end "tx_baud.counter[0]$_SDFF_PP0_" \
    rsz0062_at_grt "no" \
    synth_chip_area_um2 2460 \
    top_cells_by_count "dfxtp_1 (40), nor2_1 (29), nand2_1 (21)" \
    hold_path.class "flop to flop" \
    globalRouteOverflowTotal 0 \
    syn_inst 240 \
    synth-main-ff-cell "dfxtp_1" \
    floorplan.core_util 0.522 \
    cts_buffer_depth 2 \
    ioPinCount 24 \
    synth_flop_count 52 \
    period_used_share 0.896 \
    async_flop_share 0 \
    h-tree-depth 2 \
    fin_crit_ns 1.79 \
    cp-end-kind "flop" \
    viasPerCell 5.24 \
    antenna_found_initial 0 \
    swShare 0.221 \
    cap_violations 0 \
    p_int_mw 1.37 \
    tightestPinTransition_ns 0.446 \
    critical_path_required_ns 2.20 \
    die_w_um 72.2 \
    grt_max_degree 17 \
    criticalPathCategory "flop to flop" \
    clock-root-buffer "clkbuf_8" \
    worst-path-buf-inv 2 \
    yosys.area.top_type "dfxtp_1" \
    firstDrtPassIters 6 \
    cts_tree "built" \
    startpoint_type "flop" \
    crit_fanout 6 \
    hold_violations 0 \
    xor_share 0.0391 \
    crit_chain "inv_1 > ha_1 > xnor2_1 > nor4b_4 > buf_4 > nand2_1 > a32o_1" \
    hold_ws_ns 0.456 \
    status "completed" \
    r2r_setup_slack_ns 0.21 \
    worst-endpoint-arrival_ns 1.99 \
    logic_family "simple AND/OR/NAND/NOR gates" \
    rows 25 \
    cp_slowest_cell "dfxtp_1" \
    wl_per_cell_um 12.5 \
    ant_nets 0 \
    setup_viol 0 \
    clock-sinks 52 \
    holdPathStages 1 \
    route.detailed.drc 0 \
    grt_usage 0.185 \
    placed_cell_area_um2 2810 \
    area_growth_pct 17.5 \
    cts_resized 0 \
    drive_gt1_frac 0.125 \
    core_um2 4720 \
    nFillCells 407 \
    synth_warnings 4 \
    muxShareOfSynthArea 0.0391 \
    log.warning_count 30 \
    ir_drop_v 0.000395 \
    vias 1783 \
    synth_area_um2 2460 \
    power_density_nw_per_um2 607 \
    cts_inserted_buffers 5 \
]
[how the worst max path moves through the flow]
stage	startpoint	endpoint	depth (start not counted)
CTS	rx_gen.data_counter[0]$_SDFFE_PP0P_	rx_gen.data_reg[2]$_SDFFE_PP0P_	7
finish	rx_gen.data_counter[0]$_SDFFE_PP0P_	rx_gen.data_reg[3]$_SDFFE_PP0P_	7
global route	rx_gen.over_sample_counter[0]$_SDFFE_PP0P_	rx_gen.data_reg[0]$_SDFFE_PP0P_	6
[layout by cell type (no fill, tap or decap), drive strengths merged, types with 2 or more instances in the layout]
cell type / instances
mux4: 2
nor4: 5
nand4b: 4
nand3b: 5
edfxtp: 12
mux2i: 4
a31oi: 3
xor2: 6
nand2: 21
inv: 8
nor2: 30
o21ai: 5
and3: 5
nor4b: 2
buf: 12
dfxtp: 40
xnor2: 5
or3: 2
ha: 11
a32o: 6
a21oi: 14
nand2b: 2
nand3: 10
and3b: 4
clkbuf: 6
nor3: 4
clkdlybuf4s50: 23
nor2b: 4
a22oi: 2
[cell families after synthesis]
family,after synthesis
flip-flops,52
buffers and inverters,18
adder cells (fa/ha/maj),11
multiplexers,7
AND-OR/OR-AND,37
XOR/XNOR,11
AND/OR/NAND/NOR,104
[layout make-up]
type / count / area [um^2] / area share
well taps: 67 / 83.8 / 0.0289
repair buffers: 35 / 320 / 0.111
clock buffers: 6 / 72.6 / 0.0251
flip-flops and latches: 52 / 1160 / 0.401
clock inverters: 2 / 16.3 / 0.00562
inverters: 8 / 30.0 / 0.0104
multi-input cells: 170 / 1210 / 0.419
[per-layer routing]
layer	up-vias	share of wire	track usage
met4	0	0.015	0.0261
met5	-	0	0
li1	926	-	-
met1	826	0.52	0.297
met2	22	0.43	0.280
met3	9	0.034	0.0338
[metrics by stage]
stage / total power, mW / std cells
5_1_grt: 1.84 / 340
3_5_place_dp: 1.18 / 332
2_1_floorplan: 1.14 / 240
3_3_place_gp: 1.18 / 332
4_1_cts: 1.78 / 340
6_report: 1.76 / 340
[power by group through the flow]
stage	Combinational, mW	Sequential [mW]	Clock (mW)
4_1_cts	0.0684	1.09	0.625
5_1_grt	0.0764	1.09	0.669
6_report	0.0675	1.09	0.599
Power and IR drop assume default switching activity.
